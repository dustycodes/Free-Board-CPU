==> /design/flow/design.v <==
`timescale 1ns / 1ps
module SCLK_gen(clk, reset, SCLK_start, SCLK,SCLK_pulse,read,write);
	input clk;
	input reset;
	input SCLK_start;
	output reg SCLK;
	output reg SCLK_pulse;
	output reg read;
	output reg write;
	parameter  SCLK_freq = 7'd100;  
	reg [6:0]SCLK_counter;
	reg pulse_sent;
	always @ (posedge clk) begin
		if(reset) begin
			SCLK <= 1'b1;
			read <= 1'b0;
			write <= 1'b0;
			SCLK_pulse <= 1'b0;
			SCLK_counter <= 7'b0000000;
			pulse_sent <= 1'b0;
		end
		else begin
			if(SCLK_counter == SCLK_freq) begin
				if(SCLK_start)
					SCLK <= ~SCLK;
				else
					SCLK <= 1'b1;
				if(!pulse_sent) begin
					SCLK_pulse <= 1'b1;
					pulse_sent <= 1'b1;
				end
				else begin
					SCLK_pulse <= 1'b0;
					pulse_sent <= 1'b0;
				end
				SCLK_counter <= 7'b0000000;
			end
			else begin
				SCLK_pulse <= 1'b0;
				SCLK_counter <= SCLK_counter + 7'b0000001;
			end
				if(SCLK && SCLK_counter == 7'b0110100) 
					read <= 1'b1;
				else
					read <= 1'b0;
				if(!SCLK && SCLK_counter == 7'b0110000)
					write <= 1'b1;
				else
					write <= 1'b0;
		end
	end
endmodule
`timescale 1ns / 1ps
module SPI_interface(clk, reset, SCLK_pulse, tx_data, transmit, SDI, read, write,
								  tx_done, rx_data, SDO, CS, SCLK_start);
	input clk;
	input reset;
	input SCLK_pulse;
	input [15:0]tx_data;
	input transmit;
	input SDI;
	input read;
	input write;
	output reg tx_done;
	output [7:0]rx_data;
	output SDO;
	output reg CS;
	output reg SCLK_start;
	reg [4:0]counter;
	reg [8:0]rx_buffer; initial rx_buffer = 9'd0;
	reg [15:0]tx_buffer; initial tx_buffer = 18'd0;
	always @ (posedge clk) begin
		if(reset) begin
			CS <= 1'b1;
			SCLK_start <= 1'b0;
			rx_buffer <= 9'd0;
			tx_buffer <= 18'd0;
			tx_done <= 1'b0;
		end
		else begin
			if(!transmit) begin
				if(counter == 5'b00000) begin
					CS <= 1'b0;
					SCLK_start <= 1'b1;
					tx_buffer <= tx_data;
				end
				else if(counter == 5'b10000) begin
					SCLK_start <= 1'b0;
				end
				else if(counter == 5'b10001) begin
					CS <= 1'b1;
					tx_done <= 1'b1;
				end
				if(write && counter > 5'b00001) begin
					tx_buffer <= {tx_buffer[14:0],1'b0};
				end
				if(read) begin
					rx_buffer <= {rx_buffer[6:0],SDI};
				end
			end  
			else if(tx_done) begin
				tx_done <= 1'b0;
			end
		end  
	end  
	always @ (posedge clk) begin
		if(transmit || reset)
			counter <= 5'b00000;
		else if(SCLK_pulse)
			counter <= counter + 5'b00001;
	end
	assign rx_data = rx_buffer[7:0];
	assign SDO = tx_buffer[15];
endmodule
`timescale 1ns / 1ps
module state_controller(clk, reset, rx_data, tx_done, tx_data, transmit, axis_value);
	input clk;
	input reset;
	input [7:0]rx_data;
	input tx_done;
	output reg [15:0]tx_data; initial tx_data = 16'd0;
	output reg transmit; initial transmit = 1'b1;
	output reg [15:0]axis_value; initial axis_value = 16'd0;
	parameter power_config = 3'b001;
	parameter format_config = 3'b010;
	parameter rate_config = 3'b011;
	parameter read_low = 3'b100;
	parameter read_high = 3'b101;
	parameter delay = 3'b000;
	reg [2:0]state;
	reg [2:0]next_state;
	parameter power_data = 16'h2D08;
	parameter format_data = 16'h3104;
	parameter rate_data = 16'h2C0B;
	parameter read_data0 = 16'hB400;
	parameter read_data1 = 16'hB500;
	parameter delay_time = 32'd51200;
	reg [31:0]delay_counter;
	reg advance_state;
	always @ (posedge clk) begin
		if(reset) begin
			tx_data <= 16'h0000;
			transmit <= 1'b1;
		end
		else begin
			case(state)
				power_config: begin
					tx_data <= power_data;
					transmit <= 1'b0;
				end
				format_config: begin
					tx_data <= format_data;
					transmit <= 1'b0;
				end
				rate_config: begin
					tx_data <= rate_data;
					transmit <= 1'b0;
				end
				read_low: begin
					tx_data <= read_data0;
					transmit <= 1'b0;
				end
				read_high: begin
					tx_data <= read_data1;
					transmit <= 1'b0;
				end
				delay: begin
					tx_data <= 16'h0000;
					transmit <= 1'b1;
				end
				default: begin
					tx_data <= 16'h0000;
					transmit <= 1'b1;
				end
			endcase
		end
	end
	always @ (posedge clk) begin
		if(reset) begin
			state <= delay;
			axis_value <= 16'h0000;
		end
		else if(tx_done) begin
			if(state == read_low) begin
				axis_value[15:8] <= rx_data;
			end
			else if(state == read_high) begin
				axis_value[7:0] <= rx_data;
			end
			state <= delay;
		end
		else if(advance_state)
			state <= next_state;
	end
	always @ (posedge clk) begin
		if(reset) begin
			advance_state <= 1'b0;
			delay_counter <=32'd 0;
		end
		else if(state == delay) begin
			if(delay_counter == delay_time) begin
				advance_state <= 1'b1;
				delay_counter <= 32'd0;
			end
			else begin
				advance_state <= 1'b0;
				delay_counter <= delay_counter + 32'd1;
			end
		end
		else begin
			advance_state <= 1'b0;
			delay_counter <= 32'd0;
		end
	end
	always @ (posedge clk) begin
		if(reset)
			next_state = power_config;
		else
			case(state)
				power_config: next_state = format_config;
				format_config: next_state = rate_config;
				rate_config: next_state = read_low;
				read_low: next_state = read_high;
				read_high: next_state = read_low;
				delay: next_state = next_state;
				default: next_state = power_config;
			endcase
	end
endmodule
`timescale 1ns / 1ps
module accelerometer(clk, reset, SDI, CS, SCLK, SDO, axis_value_out, tx_done);
	input clk;
	input reset;
	input SDI;
	output CS;
	output SCLK;
	output SDO;
	output [15:0]axis_value_out;
	output tx_done;
	wire SCLK_start;
	wire SCLK_pulse;
	wire read;
	wire write;
	wire [7:0]rx_data;
	wire [15:0]tx_data;
	wire transmit;
	wire [2:0]state;
	wire [15:0]rx_all;
	wire [15:0]axis_value;
	SCLK_gen clk_gen (
		.clk(clk), 
		.reset(reset),
		.SCLK_start(SCLK_start),
		.SCLK(SCLK), 
		.SCLK_pulse(SCLK_pulse),
		.read(read), 
		.write(write)
	);
	state_controller FSM (
		.clk(clk), 
		.reset(reset), 
		.rx_data(rx_data), 
		.tx_done(tx_done), 
		.tx_data(tx_data), 
		.transmit(transmit),
		.axis_value(axis_value)
	);
	SPI_interface SPI (
		.clk(clk), 
		.reset(reset), 
		.SCLK_pulse(SCLK_pulse), 
		.tx_data(tx_data), 
		.transmit(transmit), 
		.SDI(SDI), 
		.read(read), 
		.write(write), 
		.tx_done(tx_done), 
		.rx_data(rx_data), 
		.SDO(SDO), 
		.CS(CS), 
		.SCLK_start(SCLK_start)
	);
	assign axis_value_out = axis_value[7] ? {8'b1111_1111,axis_value[7:0]} : {8'b0000_0000,axis_value[7:0]};
endmodule
==> /design/flow/run.sh <==
#!/bin/bash
# OpenROAD 26Q1-2900-gdf79404cd8, Yosys 0.63+post, stock flow scripts
make -C /OpenROAD-flow-scripts/flow DESIGN_CONFIG=/design/flow/config.mk WORK_HOME=/design/flow/orfs finish
==> /design/flow/constraint.sdc <==
current_design accelerometer

set clk_period 4.0
set clk_io_pct 0.2

create_clock -name clk0 -period $clk_period [get_ports {clk}]

set non_clock_inputs [all_inputs -no_clocks]
set_input_delay [expr $clk_period * $clk_io_pct] -clock clk0 $non_clock_inputs
set_output_delay [expr $clk_period * $clk_io_pct] -clock clk0 [all_outputs]
==> /design/flow/config.mk <==
export PLATFORM = sky130hd
export DESIGN_NAME = accelerometer
export DESIGN_NICKNAME = accelerometer
export VERILOG_FILES = /design/flow/design.v
export SDC_FILE = /design/flow/constraint.sdc
export NUM_CORES = 4
export LEC_CHECK = 1
export CORE_UTILIZATION = 50
==> impl_metrics.env <==
# yosys + openroad results
export IMPL_slew_viol_final=0
export IMPL_cp_data_arrival_time_ps=2730
export IMPL_syn_to_final_growth_pct=9.32
export IMPL_grt_overflow=0
export IMPL_vias=3187
export IMPL_synth_seq_cells=100
export IMPL_setup_violations=0
export IMPL_gp_congestion=0.808
export IMPL_drv_cap=0
export IMPL_die_width_microns=94.1
export IMPL_numPortBuffers=22
export IMPL_cts_setup_buffers=0
export IMPL_top_level_ports=23
export IMPL_fill_cells=730
export IMPL_wl_per_cell_microns=13.2
export IMPL_ys_async_sr_fraction_pct=0
export IMPL_worst_pin_slew_ps=723
export IMPL_synthTopCellsByArea="dfxtp_1 (47%), mux2i_1 (5.0%), nor2_1 (4.6%), a21oi_1 (4.2%), nand2_1 (4.1%)"
export IMPL_combGateArea_sq_um=2040
export IMPL_ys_sh_adder_pct=2.06
export IMPL_clock_skew_ps=11.9
export IMPL_status="complete, no violations"
export IMPL_aoi_share_pct=10.5
export IMPL_cts_sinks=100
export IMPL_crit_type="in -> reg"
export IMPL_dr_first_iter_drc_count=108
export IMPL_power_density_nw_per_um2=350
export IMPL_top_cell="dfxtp_1"
export IMPL_synth_area_sq_um=4240
export IMPL_drc_errors=0
export IMPL_dieArea_sq_um=8860
export IMPL_hold_viol=0
export IMPL_ys_flop_type="dfxtp_1"
export IMPL_grt_antenna_before_repair=0
export IMPL_fp_coreArea_sq_um=8220
export IMPL_muxShareOfSynthArea_pct=4.95
export IMPL_avgSynthCellArea_sq_um=8.92
export IMPL_layout_cells_non_filler=591
export IMPL_netlist_instances=476
export IMPL_grt_use_total_pct=19.0
export IMPL_first_pass_iters=4
export IMPL_common_cells="dfxtp_1 (100), nor2_1 (52), nand2_1 (46), a21oi_1 (36), nand3_1 (22)"
export IMPL_finalCritPeriodShare_pct=61.8
export IMPL_cp_max_fo=30
export IMPL_p_leak_nw=1.65
export IMPL_tns_ps=0
export IMPL_grt_met1_usage_pct=32.2
export IMPL_ys_area_sq_um=4240
export IMPL_ys_cells=476
export IMPL_period_minus_slack_ps=2470
export IMPL_cts_buffer_depth=2
export IMPL_die_h_microns=94.1
export IMPL_insertedDiodeCount=0
export IMPL_grt_pass1_wl_microns=13200
export IMPL_layout_drive_gt1_share_pct=7.00
export IMPL_logic_family="simple AND/OR/NAND/NOR gates"
export IMPL_use_met3_pct=3.05
export IMPL_cts_htree_levels=3
export IMPL_irDropWorstVdd_uv=217
export IMPL_cts_buffers=9
export IMPL_grtUsageMet2_pct=26.8
export IMPL_required_ps=4250
export IMPL_regArea_sq_um=2000
export IMPL_edf_count=0
export IMPL_post_route_util_pct=56.5
export IMPL_cts_hold_buf=0
export IMPL_grt_setup_unrepaired="no"
export IMPL_clkSlewWorstSetupHoldPaths_ps=100
export IMPL_ys_types=49
export IMPL_max_freq_mhz=404
export IMPL_yosys_area_share_simple_pct=25.8
export IMPL_yosys_area_top_type="dfxtp_1"
export IMPL_cts_tree="done"
export IMPL_worstSkewPairLatency_ps=350
export IMPL_grt_start_max_net_pins=32
export IMPL_ant_nets=0
export IMPL_floorplanUtilization_pct=51.7
export IMPL_cp_start_kind="input pin"
export IMPL_synth_seq_share_pct=47.2
export IMPL_ys_warn_count=3
export IMPL_vias_per_cell=5.39
export IMPL_hpwl_microns=5280
export IMPL_cts_root_buf="clkbuf_8"
export IMPL_placed_cells=575
export IMPL_yosys_area_top_type_share_pct=47.2
export IMPL_cts_resized=0
export IMPL_min_path_type="reg -> reg"
export IMPL_rows=33
export IMPL_slew_headroom_pct=51.6
export IMPL_drt_wl_total_microns=7820
export IMPL_worstSetupEndpointType="flop"
export IMPL_grt_pass1_vias=2770
export IMPL_synth_xor_area_share_pct=4.75
export IMPL_busiest_layer="met1"
export IMPL_tool_warnings=29
## power breakdown
group	total, mW	switching [mW]	internal [mW]
clock	0.579	0.347	0.232
combinational	0.0366	0.0228	0.0139
sequential	1.01	0.00746	1.00
## logic make-up after synthesis
family          Yosys count
fa+ha+maj                 7
flops                   100
xor+xnor                 23
compound gates           72
buf+inv                  43
mux                      21
simple gates            210
## flip-flops by register name, summed over array words and instances (netlist names), 3 cells and up
signal and flops:
FSM.axis_value 8, FSM.delay_counter 32, FSM.next_state 3, FSM.state 3
FSM.tx_data 8, SPI.counter 5, SPI.rx_buffer 8, SPI.tx_buffer 16
clk_gen.SCLK_counter 7
## path summary, 6_finish.rpt
check        slack (ps)               endpoint                 start  cells after the start
max                1530        FSM.tx_data[12]                 reset                      5
min                 450     clk_gen.SCLK_pulse    clk_gen.pulse_sent                      1
max reg2reg        1600  FSM.delay_counter[28]  FSM.delay_counter[0]                      5
min reg2reg         450     clk_gen.SCLK_pulse    clk_gen.pulse_sent                      1
## stage by stage
step | power [mW] | instance area (sq um) | setup WS, ps | hold slack [ps]
global placement | 1.07 | 4460 | 1160 | 439
finish | 1.62 | 4640 | 1530 | 451
CTS | 1.65 | 4640 | 1530 | 456
floorplan | 1.06 | 4240 | 2160 | 412
detailed placement | 1.07 | 4460 | 1140 | 442
global route | 1.69 | 4640 | 1420 | 477
## routing by layer
layer	vias to the layer above	share of wire, %
met4	0	0.95
met3	5	3.3
met5	-	0
met1	1469	54
met2	33	42
li1	1680	-
## placed cells by master (no fill, tap or decap), types with 2 or more instances in the layout
cell	instances
a21oi_1	36
a221oi_1	8
and3_1	6
and4_1	7
buf_4	3
clkbuf_8	9
clkdlybuf4s50_1	22
clkinv_4	3
clkinvlp_4	2
dfxtp_1	100
ha_1	7
inv_1	12
mux2i_1	21
nand2_1	46
nand3_1	22
nand4_1	12
nor2_1	52
nor2b_1	4
nor3_1	13
nor3b_1	2
nor4_1	8
nor4b_1	2
o21ai_0	7
o21ai_2	2
o21ba_2	2
o21bai_1	2
o31ai_1	10
or2_2	5
or3_1	8
or3b_2	2
or4_1	10
xnor2_1	10
xor2_1	13
## layout make-up
type / count / area share [%]
inverters: 12 / 0.971
well taps: 105 / 2.83
clock buffers: 10 / 2.75
clock inverters: 6 / 1.08
flip-flops and latches: 100 / 43.1
multi-input cells: 333 / 44.0
repair buffers: 25 / 5.23
## critical path, stage by stage
cell and delay (ps):
clkdlybuf4s50_1 940, buf_4 420, nor2_1 80, and3_1 200
or2_2 260
No activity file was given, so power comes from the tool's default toggle rates.
