### config.mk
export PLATFORM = sky130hd
export DESIGN_NAME = RegisterFile
export DESIGN_NICKNAME = RegisterFile
export VERILOG_FILES = /design/flow/design.v
export SDC_FILE = /design/flow/constraint.sdc
export NUM_CORES = 4
export LEC_CHECK = 1
export CORE_UTILIZATION = 30
### constraint.sdc
current_design RegisterFile

set clk_period 4.9
set clk_io_pct 0.2

create_clock -name clk0 -period $clk_period [get_ports {clk}]

set non_clock_inputs [all_inputs -no_clocks]
set_input_delay [expr $clk_period * $clk_io_pct] -clock clk0 $non_clock_inputs
set_output_delay [expr $clk_period * $clk_io_pct] -clock clk0 [all_outputs]
### design.v
`timescale 1ns / 1ps
module Mux16(
	input [3:0] select,
	input [15:0] data_out0, data_out1, data_out2, data_out3, data_out4, data_out5, data_out6, data_out7, data_out8, data_out9, data_out10, data_out11, data_out12, data_out13, data_out14, data_out15,
	output reg [15:0] out
    );
	 always@(*) begin
			case (select)
			4'b0000: out = data_out0;
			4'b0001: out = data_out1;
			4'b0010: out = data_out2;
			4'b0011: out = data_out3;
			4'b0100: out = data_out4;
			4'b0101: out = data_out5;
			4'b0110: out = data_out6;
			4'b0111: out = data_out7;
			4'b1000: out = data_out8;
			4'b1001: out = data_out9;
			4'b1010: out = data_out10;
			4'b1011: out = data_out11;
			4'b1100: out = data_out12;
			4'b1101: out = data_out13;
			4'b1110: out = data_out14;
			4'b1111: out = data_out15; 			
			endcase
		end
endmodule
`timescale 1ns / 1ps
module RegisterFile(
    input clk,
    input reset,
    input [15:0] data_in,
	 input [4:0] enable,
	 input [3:0] select1, select2,
	 input [16:0]axis_value,
    output [15:0] out1, out2, 
	 output reg [15:0]led_out
    );	
		reg [15:0] data_out0, data_out1, data_out2, data_out3, data_out4, data_out5, data_out6, data_out7, data_out8, data_out9, data_out10, data_out11, data_out12, data_out13, data_out14, data_out15;
		wire [15:0] enableReg;
		decoder4 d (enable, enableReg); 
		Mux16 out1_select(select1, data_out0, data_out1, data_out2, data_out3, data_out4, data_out5, data_out6, data_out7, data_out8, data_out9, data_out10, data_out11, data_out12, data_out13, data_out14, data_out15, out1);
		Mux16 out2_select(select2, data_out0, data_out1, data_out2, data_out3, data_out4, data_out5, data_out6, data_out7, data_out8, data_out9, data_out10, data_out11, data_out12, data_out13, data_out14, data_out15, out2);
always @ (posedge clk) begin
	if(reset) begin
		data_out0 <= 16'h0000; data_out1 <= 16'h0000; data_out2 <= 16'h0000; data_out3 <= 16'h0000;
		data_out4 <= 16'h0000; data_out5 <= 16'h0000; data_out6 <= 16'h0000; data_out7 <= 16'h0000;
		data_out8 <= 16'h0000; data_out9 <= 16'h0000; data_out10 <= 16'h0000; data_out11 <= 16'h0000;
		data_out12 <= 16'h0000; data_out13 <= 16'h0000; data_out14 <= 16'h0000; data_out15 <= 16'h0000;
	end
		case(enableReg)
			16'b0000000000000001: data_out0 <= data_in;
			16'b0000000000000010: data_out1 <= data_in; 
			16'b0000000000000100: data_out2 <= data_in; 
			16'b0000000000001000: data_out3 <= data_in; 
			16'b0000000000010000: data_out4 <= data_in; 
			16'b0000000000100000: data_out5 <= data_in; 
			16'b0000000001000000: data_out6 <= data_in;
			16'b0000000010000000: data_out7 <= data_in;
			16'b0000000100000000: data_out8 <= data_in;
			16'b0000001000000000: data_out9 <= data_in;
			16'b0000010000000000: data_out10 <= data_in; 
			16'b0000100000000000: data_out11 <= data_in; 
			16'b0001000000000000: data_out12 <= data_in; 
			16'b0010000000000000: data_out13 <= data_in; 
			16'b0100000000000000: data_out14 <= data_in; 
			16'b1000000000000000: data_out15 <= data_in; 
		endcase
		if(axis_value[16])
			data_out0 <= axis_value[15:0];
		led_out <= data_out15;
end
endmodule
`timescale 1ns / 1ps
module decoder4(
	input [4:0]enable,
	output reg [15:0]enableReg
    );
	always@(enable) begin
			case (enable)
			5'b00000: enableReg = 16'b0000000000000001;
			5'b00001: enableReg = 16'b0000000000000010;
			5'b00010: enableReg = 16'b0000000000000100;
			5'b00011: enableReg = 16'b0000000000001000;
			5'b00100: enableReg = 16'b0000000000010000;
			5'b00101: enableReg = 16'b0000000000100000;
			5'b00110: enableReg = 16'b0000000001000000;
			5'b00111: enableReg = 16'b0000000010000000;
			5'b01000: enableReg = 16'b0000000100000000;
			5'b01001: enableReg = 16'b0000001000000000;
			5'b01010: enableReg = 16'b0000010000000000;
			5'b01011: enableReg = 16'b0000100000000000;
			5'b01100: enableReg = 16'b0001000000000000;
			5'b01101: enableReg = 16'b0010000000000000;
			5'b01110: enableReg = 16'b0100000000000000;
			5'b01111: enableReg = 16'b1000000000000000; 
			default: enableReg = 16'b0000000000000000;  
			endcase												  
		end
endmodule
### run.sh
#!/bin/bash
# OpenROAD 26Q1-2900-gdf79404cd8, Yosys 0.63+post, stock flow scripts
make -C /OpenROAD-flow-scripts/flow DESIGN_CONFIG=/design/flow/config.mk WORK_HOME=/design/flow/orfs finish
==> out/qor.yml <==
outcome:
  outcome: "finished clean"
route:
  avgViaCountPerCell: 5.67
  routed_wl_um: 54000
  first_iter_violations: 1178
  first_pass_iters: 6
  antenna_cells: 0
  wire_per_inst_um: 27.0
  ant_nets: 0
  drcViolationCount: 0
  vias: 11300
global_route:
  grt_pass1_vias: 11500
  grt_use_total_pct: 23.1
  overflow: 0
  antenna_found_initial: 1
  grt_pass1_wl_um: 78000
  grt_start_max_net_pins: 32
min_path:
  min_from: "data_out15[7]"
  holdPathStages: 0
  min_to: "led_out[7]"
  min_path_type: "reg2reg"
sta:
  setup_violations: 0
  worst_pin_slew_ps: 821
  whs_ps: 429
  fin_worst_skew_ps: 2.59
  final_hold_viol_count: 0
  rsz0062_at_grt: "false"
  finalClockPeriodUsage_pct: 95.8
  min_period_ps: 4690
  layout_setup_ws_ps: 205
  maxSlewViolCount: 0
  fin_tns_setup_ps: 0
  max_clock_freq_ghz: 0.213
  slew_headroom_pct: 45.3
final_layout:
  utilization_pct: 36.5
  drive_gt1_share_pct: 12.4
  area_growth_syn_to_layout_pct: 19.1
logic_synthesis:
  ys_cells: 1293
  yosysMostFrequentCell: "edfxtp_1"
  largest_area_cell: "edfxtp_1"
  edf_count: 256
  yosys_area_um2: 14400
  synthesis.instances: 1293
  ys.flops: 272
  netlist_area_um2: 14400
  yosys_warnings: 3
  ys_seq_share_pct: 55.7
  ff_type: "edfxtp_1"
  avgSynthCellArea_um2: 11.1
  ys_top_cells_by_count: "edfxtp_1 (256), and2_1 (246), a22oi_1 (111)"
  async_flop_share_pct: 0
  top_cell_area_share_pct: 53.4
  ys_types: 54
  area_leaders: "edfxtp_1 (53%), and2_1 (11%), a22oi_1 (5.8%), dfxtp_1 (2.2%), a21oi_1 (1.9%)"
critical_path:
  crit_required_ps: 3920
  end_kind: "primary output"
  path_class: "in2out"
  cp.arrival_ps: 3710
  reg2reg_from: "data_out15[15]"
  r2r_end: "led_out[15]"
  path_max_fanout: 10
  cp-start-kind: "primary input"
  r2r_cells: 0
  reg2reg_slack_ps: 4200
place:
  dp_hpwl_um: 39200
  gp_congestion: 1.03
  port_buffers: 95
  pre_cts_ws_ps: 312
floorplanning:
  die_area_um2: 48800
  initCoreUtil_pct: 30.6
  chipHeight_um: 221
  ios: 96
  core_area_um2: 47000
  std_cell_rows: 79
  dieWidth_um: 221
cts:
  ctsRootBufferMaster: "clkbuf_16"
  cts_max_path_buffers: 3
  insertion_delay_ps: 570
  clk_pin_slew_worst_paths_ps: 60
  htreeDepth: 1
  clock_sinks: 272
  holdBufCountCts: 0
  cts_setup_buffers: 0
  cts_buffers: 30
  cts_resized: 0
  cts_tree: "yes"
power:
  power_uw: 5940
  ir_worst_vdd_mv: 0.210
  power.density_nw_per_um2: 346
  cellLeakagePower_uw: 0.00596
run:
  cap_violations: 0
  warning_count: 25
-- per-layer routing --
metal  wire [um]  GRT usage [%]  vias to the layer above
met5           0              0                        -
met4        2470           8.37                        0
met3        5680           8.06                      124
met2       25500           36.8                      712
met1       20400           30.0                     5476
li1            -              -                     5024
-- report_power, final --
| part | total [uW] | internal, uW | switching (uW) | leakage (uW) |
|---|---|---|---|---|
| Combinational | 741 | 308 | 433 | 0.00284 |
| Clock | 2370 | 1410 | 959 | 0.000513 |
| Sequential | 2830 | 2700 | 126 | 0.00260 |
-- worst max-delay path: stages --
cell and delay [ps]:
clkdlybuf4s50_1 790, and2_1 660, a21oi_1 150, o21ai_0 180, o21ai_0 90, a21oi_1 320
clkdlybuf4s50_1 530
-- worst max-delay path by stage --
stage	startpoint	to	slack (ps)
CTS	select2[2]	out2[0]	300
finish	select2[2]	out2[14]	210
global route	select2[2]	out2[8]	70
-- area by class of cell --
class / count / area (um2)
Clock buffer: 43 / 915
Multi-Input combinational cell: 890 / 5810
Fill cell: 4485 / 29800
Inverter: 14 / 52.6
Clock inverter: 13 / 131
Timing Repair Buffer: 162 / 1460
Sequential cell: 272 / 8010
Tap cell: 607 / 759
-- per-stage QoR --
stage | instances | area (um2)
final | 2001 | 17100
after CTS | 2001 | 17100
after global routing | 2001 | 17100
after floorplan | 1293 | 14400
after detailed placement | 1945 | 16100
after global placement | 1945 | 16100
-- registers in the layout, summed over array words and instances, names as in the netlist --
signal / count
data_out9: 16
data_out4: 16
data_out8: 16
data_out14: 16
data_out5: 16
data_out6: 16
data_out13: 16
data_out15: 16
data_out7: 16
data_out11: 16
data_out2: 16
data_out3: 16
data_out12: 16
data_out10: 16
led_out: 16
data_out1: 16
data_out0: 16
-- cells by family after synthesis --
family	count (synthesis)	synth area share [%]
AND/OR/NAND/NOR	489	19.4
AND-OR/OR-AND	349	16.9
buffers and inverters	131	4.09
flip-flops	272	55.7
multiplexers	52	4.00
-- cell usage in the layout (no fill, tap or decap), types with 15 or more instances in the layout --
| master | n |
|---|---|
| a211oi_1 | 15 |
| a21oi_1 | 56 |
| a22oi_1 | 111 |
| and2_1 | 246 |
| buf_4 | 64 |
| clkbuf_16 | 34 |
| clkdlybuf4s50_1 | 88 |
| dfxtp_1 | 16 |
| edfxtp_1 | 256 |
| mux2_2 | 24 |
| mux2i_1 | 26 |
| nand2_1 | 49 |
| nand3_1 | 18 |
| nor2_1 | 69 |
| nor2b_1 | 20 |
| nor3b_1 | 17 |
| o211ai_1 | 18 |
| o21ai_0 | 39 |
| o22ai_1 | 34 |
| or2_2 | 15 |
Power is estimated from default activity; no workload was simulated.
