File: constraint.sdc
current_design VGAcontroller

set clk_period 1.5
set clk_io_pct 0.2

create_clock -name clk0 -period $clk_period [get_ports {CLK}]

set non_clock_inputs [all_inputs -no_clocks]
set_input_delay [expr $clk_period * $clk_io_pct] -clock clk0 $non_clock_inputs
set_output_delay [expr $clk_period * $clk_io_pct] -clock clk0 [all_outputs]
File: config.mk
export PLATFORM = sky130hd
export DESIGN_NAME = VGAcontroller
export DESIGN_NICKNAME = VGAcontroller
export VERILOG_FILES = /design/flow/design.v
export SDC_FILE = /design/flow/constraint.sdc
export NUM_CORES = 4
export LEC_CHECK = 1
export CORE_UTILIZATION = 40
File: design.v
`timescale 1ns / 1ps
module PixleCLK(
	CLK,
	RST,
	PIXCLK
    );
	 input CLK;
	 input RST;
	 output reg PIXCLK;
	 reg [3:0] a;
always @ (posedge CLK or posedge RST) begin
	if(RST == 1) begin
		a <= 4'b0000;
		PIXCLK <= 1'b0;
		end
	else begin
		if(a == 4'b0011) begin 
			PIXCLK <= 1'b1; 
			a <= 4'b0000;
		end
		else begin
		a <= a + 1;
		PIXCLK <= 0; 
		end
	end
end
endmodule
`timescale 1ns / 1ps
module VGAcontroller(
	CLK,
	RST,
	vga_out,
	dout,
	VSYC,
	HSYC,
	RED,
	BLUE,
	GREEN,
	vga_addr,
	addr,
	we,
	en
    );
	input 			CLK;
	input 			RST;
	input [15:0]	vga_out;
	input [5:0] 	dout;	
	output[14:0]	vga_addr;
	output[14:0]	addr;
	output	reg	en;
	output	reg	we;
	output 	wire	VSYC;
	output 	wire	HSYC;
	output reg [2:0] 	RED;
	output reg [1:0] 	BLUE;
	output reg [2:0] 	GREEN;
	reg [7:0] bitColor;
	parameter hpixels = 800; 
	parameter vlines = 521;  
	parameter hpulse = 96; 	 
	parameter vpulse = 2;   
	parameter hbp = 144; 	 
	parameter hfp = 784; 	 
	parameter vbp = 31; 		 
	parameter vfp = 511; 	 
	reg [9:0] hc;
	reg [9:0] vc;
	reg bright;
	reg [9:0] hpixle;
	reg [8:0]  vpixle;
	PixleCLK pclk (CLK, RST, dclk);
	always @(posedge dclk or posedge RST)
	begin
		if (RST == 1)
		begin
			hc <= 0;
			vc <= 0;
		end
		else
		begin
			if (hc < hpixels - 1)
				hc <= hc + 1;
			else
			begin
				hc <= 0;
				if (vc < vlines - 1)
					vc <= vc + 1;
				else
					vc <= 0;
			end
		end
	end
	assign HSYC = (hc < hpulse) ? 0:1;
	assign VSYC = (vc < vpulse) ? 0:1;
	always@(hc, vc)
	begin
		if(hc > 143 && hc < 784 && vc > 35 && vc < 515) begin
			bright = 1'b1;
			vpixle = vc - 36;
			hpixle = hc - 144;
		end
		else begin
			bright = 1'b0; 
			vpixle = 1'b0;
			hpixle = 1'b0;
		end
	end
	parameter fb_offset = {2'b01,13'b0};
	parameter lib_offset = 4'b0111; 
	assign addr = fb_offset + 80*vpixle[8:3] + hpixle[9:3];
	assign vga_addr = {lib_offset, dout[5:0], vpixle[2:0], hpixle[2:1]};
	always@(posedge CLK)
	begin
		if(VSYC == 1'b1)
			begin
				en = 1'b1;
				we = 1'b0;
			end
		else
			begin
				en = 1'b0;
				we = 1'b0;
			end
	end
	always@(posedge dclk)
	begin
		if(hpixle[0] == 1'b0 && bright == 1'b1)
			begin
				bitColor <= vga_out[7:0];
			end
		else if(hpixle[0] == 1'b1 && bright == 1'b1)
			begin
				bitColor <= vga_out[15:8];
			end
		else
			begin
				bitColor <= 8'h00; 
			end
	end
		always@(bitColor) begin
			 RED = bitColor[7:5];
			 GREEN = bitColor[4:2];
			 BLUE = bitColor[1:0];
		end
endmodule
File: run.sh
#!/bin/bash
# OpenROAD 26Q1-2900-gdf79404cd8, Yosys 0.63+post, stock flow scripts
make -C /OpenROAD-flow-scripts/flow DESIGN_CONFIG=/design/flow/config.mk WORK_HOME=/design/flow/orfs finish
==> summary.txt <==
The flow run is done. Yosys synthesis chip area landed at between 2000 and 2500 um2. Area overhead of the layout relative to synthesis landed at 20.6%. Maximum single-stage delay on the critical path landed at between 0.4 and 0.5 ns. In this run the number of H-tree levels came out at 1.

Number of DRC markers in iteration 0 landed at 70. Cell count listed in synth_stat.txt landed at about 290. Per the detail_route report, vias per standard cell equal between 4 and 5.

Count of instances resized after the clock tree is built landed at 0. In the final report, the number of hold violations comes to 0. Final clock period utilization by the worst path landed at between 80% and 90%. The run finished with clean final reports. The placement report lists the number of port buffers as 46. STA classifies the critical path startpoint as a flop.

Quantity of hold-fixing buffers added after cts landed at 0. Number of synthesis warnings landed at 3. Setup repair after global routing left no endpoint under its margin. Number of iterations in the first detailed-routing pass landed at 4. The logs give a warning total of 29.

Maximum achievable frequency landed at 0.787 GHz. The via count of the first global-routing pass was ~1800. Overall routing resource usage recorded by global route was between 10% and 20%. Maximum number of pins on one net before global-route repair landed at 29. In this run the critical register-to-register path is launched from pclk.a[0]. In this run, CTS created clock tree buffers numbering 3.

In the post-synthesis netlist, the biggest area contributors are sky130_fd_sc_hd__dfrtp_1 26%, sky130_fd_sc_hd__ha_1 8.8%, sky130_fd_sc_hd__nor2_1 7.9%. Per the post-route antenna check, the number of violating nets is 0. In the synthesized netlist the dominant register cell turns out to be sky130_fd_sc_hd__dfrtp_1. Setup TNS landed at 0 ns.

Initial antenna violation count landed at 0. Number of instances in the synthesized netlist landed at 290. At the end of routability-driven placement, the weighted congestion stood at roughly 0.8. Dividing total power by cell area gives a power density of about 170 nW/um2. For the worst-skew pair, the clock arrives at the later sink with an insertion delay of about 0.22 ns.

Summing every instance area after synthesis gives around 2400 um2. Sorting the synthesis cell report by count puts at the top sky130_fd_sc_hd__nor2_1. Register-to-register setup slack landed at ~0.51 ns. Summed over all instances, the cell type with the most area after synthesis is sky130_fd_sc_hd__dfrtp_1.

Count of unresolved DRC violations after routing landed at 0. The final timing report lists clock skew as ~0.0014 ns. In this run the critical register-to-register path is captured at pclk.a[0]. Die outline width landed at 79.7 um. The die covers around 6300 um2. The repair_antennas step left the layout with diodes totalling 0. Top-area cell type share of the netlist area landed at roughly a quarter. Floorplan utilization landed at 42.5%.

Total overflow reported by the global router landed at 0. Max-cap violations in this run came to 0. Required time reported for the critical path endpoint landed at between 1 and 1.5 ns. The leakage power in the latest report is 1.24 nW. Count of endpoints without a timing constraint landed at roughly 57. Fraction of final layout cells sized beyond drive strength 1 landed at ~4.0%. First-pass GRT wire length landed at 7.87 mm. The routed layout has between 1500 and 2000 vias. Count of unclocked register or latch pins landed at 28. Yosys reports that the most numerous cell types are 51 x sky130_fd_sc_hd__nor2_1, 25 x sky130_fd_sc_hd__dfrtp_1, 20 x sky130_fd_sc_hd__xnor2_1. Clock tree synthesis selected as its root buffer the cell sky130_fd_sc_hd__clkbuf_8. Die boundary height landed at approximately 80 um. Average wire length per cell after detail routing landed at about 12 um. The clock passes through at most 2 buffers. Count of endpoints failing setup in the final report landed at 0. Final count of pins violating max slew landed at 0. The post-synth count of flops with an enable pin is 0.

Worst-case reg-to-reg path depth landed at 3. CTS clock-pin slew for the worst setup and hold paths landed at approximately 0.04 ns. Total half-perimeter wirelength after legalization and detailed placement landed at roughly 3.5 mm. The report lists the cells along the critical path as clkdlybuf4s50_1. After floorplanning, the core was divided into 27 placement rows.

At the end of the flow the core is filled with cells to between 50% and 60%. Looking at the critical path, the single cell with the biggest stage delay is sky130_fd_sc_hd__clkdlybuf4s50_1. The worst setup path is captured at a primary output. The path class of the tightest hold or removal check is in -> async. According to the timing report, the arrival time at the worst endpoint equals 0.97 ns. 66 I/O pins were placed. TritonCTS built the clock tree. Wire length after detailed routing landed at about 4.6 mm. Worst IR drop on VDD landed at ~0.66 mV. The gate-level netlist out of Yosys references 45 unique cell types.

Mean cell area of the mapped netlist landed at around 8.3 um2. The critical path in this run is classified as reg -> out. After synthesis, the share of flip-flops with an asynchronous set or reset is ~74%. The report shows a maximum critical-path fanout of 1. The timing report attributes the biggest portion of critical-path delay to buffers and inverters. Area of the core landed at approximately 5700 um2.

For the pin with the worst max-slew slack, the measured transition is around 0.8 ns. Worst slew margin relative to its limit landed at between 40% and 50%. Post-CTS setup buffer count landed at 0. Along the critical path, the tally of buffer and inverter instances is 1. Summing the sequential cell areas from Yosys gives between 30 and 40% of the chip area. Clock period minus final worst setup slack landed at roughly 1.3 ns. Per the synth log, the flip-flop and latch total comes to 34.
## kinds of logic after synthesis
family | Yosys count | synth area share, %
AOI/OAI and AO/OA | 49 | 13.2
xor gates and xnor gates | 28 | 10.2
adders and majority gates | 18 | 9.64
buffers and inverters | 43 | 9.02
DFF | 34 | 33.4
muxes | 8 | 3.32
other | 2 | 0.311
and+or+nand+nor | 108 | 20.9
## placed cells by master, fill, tap and decap left out, types with 2 or more instances in the layout
cell type,count
sky130_fd_sc_hd__a21o_1,2
sky130_fd_sc_hd__a21oi_1,11
sky130_fd_sc_hd__a31oi_1,2
sky130_fd_sc_hd__and3_1,4
sky130_fd_sc_hd__buf_4,4
sky130_fd_sc_hd__clkbuf_8,3
sky130_fd_sc_hd__clkdlybuf4s50_1,46
sky130_fd_sc_hd__conb_1,7
sky130_fd_sc_hd__dfrtp_1,25
sky130_fd_sc_hd__dfxtp_1,9
sky130_fd_sc_hd__ha_1,17
sky130_fd_sc_hd__inv_1,16
sky130_fd_sc_hd__mux2i_1,8
sky130_fd_sc_hd__nand2_1,17
sky130_fd_sc_hd__nand2b_1,7
sky130_fd_sc_hd__nand3_1,6
sky130_fd_sc_hd__nand4_1,2
sky130_fd_sc_hd__nor2_1,51
sky130_fd_sc_hd__nor3_1,9
sky130_fd_sc_hd__nor3b_1,3
sky130_fd_sc_hd__o21ai_0,18
sky130_fd_sc_hd__o31a_1,2
sky130_fd_sc_hd__o31ai_1,4
sky130_fd_sc_hd__or3_1,2
sky130_fd_sc_hd__xnor2_1,20
sky130_fd_sc_hd__xor2_1,8
## where the power goes
group	switching, mW	internal [mW]	leakage, nW
clock network	0.0711	0.183	0.0228
registers	0	0.162	0.409
logic	0.0214	0.0440	0.810
total	0.0925	0.389	1.24
## cell type report
class,instances,area (um2)
fillers,557,2770
multi-input cells,218,1420
flip-flops and latches,34,806
repair buffers,50,490
well taps,72,90.1
inverters,16,60.1
clock buffers,4,45.0
## state kept, by name, indices dropped and copies added (netlist names)
signal and cells:
en 1, vc 10, pclk.PIXCLK 1, pclk.a 4
hc 10, bitColor 8
## routing by layer
metal	wire [um]	track usage (%)	part of all wire, %
met3	240	0.928	5.3
met4	27	1.27	0.59
met1	2400	24.8	52
met2	1900	24.6	42
met5	0	0	0
## worst max-delay path by stage
stage	from	end	slack [ns]	cells after the start
finish	en	en	0.23	1
global route	en	en	0.18	1
CTS	en	en	0.22	1
## metrics by stage
step                std cells  hold WS, ns  area, um2  setup slack [ns]  total power [mW]
floorplan                 295        0.327       2430             0.603             0.203
global route              394        0.338       2910             0.178             0.507
detailed placement        390        0.463       2870             0.468             0.231
finish                    394        0.284       2910             0.229             0.481
global placement          390        0.450       2870             0.461             0.231
CTS                       394        0.283       2910             0.218             0.493
Power is estimated from default activity; no workload was simulated.
